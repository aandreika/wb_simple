### design.v
module wb_uart
(
	input clk, 
    input rst,
	input i_wb_cyc,
	input i_wb_stb,
	input i_wb_we,
	input [7:0] i_wb_data,
	output reg o_wb_ack,
	output uart_tx
);
	localparam DIV_VAL = 8'd177;
	reg [7:0] tx_reg;
	reg [7:0] div_cnt;
	reg uart_clk;
	reg [3:0] bit_cnt;
	assign uart_tx = ((bit_cnt == 4'd9) | ~i_wb_stb) ? 1'b1 : ~|bit_cnt ? 1'b0 : tx_reg[bit_cnt - 4'b1];
	always @(posedge clk, posedge rst) begin
		if (rst)
			div_cnt <= 8'b0;
		else if (~i_wb_stb | (div_cnt == DIV_VAL))
			div_cnt <= 8'b0;
		else
			div_cnt <= div_cnt + 8'b1;
	end
	always @(posedge clk, posedge rst) begin
		if (rst)
			bit_cnt <= 4'b0;
		else if (~i_wb_stb)
			bit_cnt <= 4'b0;
		else if ((div_cnt == DIV_VAL) & (bit_cnt != 4'd9)) 
			bit_cnt <= bit_cnt + 4'b1;
	end
	always @(posedge clk, posedge rst) begin
		if (rst)
			o_wb_ack <= 1'b0;
		else if ((div_cnt == DIV_VAL) & (bit_cnt == 4'd9))
			o_wb_ack <= 1'b1;
		else
			o_wb_ack <= 1'b0;
	end
	always @(posedge clk, posedge rst) begin
        if (rst)
            tx_reg <= 8'b0;
        else if (i_wb_stb & i_wb_cyc & i_wb_we)
            tx_reg <= i_wb_data;
	end
endmodule
### run.sh
#!/bin/bash
# OpenROAD 26Q1-2900-gdf79404cd8, Yosys 0.63+post, stock flow scripts
make -C /OpenROAD-flow-scripts/flow DESIGN_CONFIG=/design/flow/config.mk WORK_HOME=/design/flow/orfs finish
### config.mk
export PLATFORM = sky130hd
export DESIGN_NAME = wb_uart
export DESIGN_NICKNAME = wb_uart
export VERILOG_FILES = /design/flow/design.v
export SDC_FILE = /design/flow/constraint.sdc
export NUM_CORES = 4
export LEC_CHECK = 1
export CORE_AREA = 10 10 110 110
export DIE_AREA = 0 0 120 120
### constraint.sdc
current_design wb_uart

set clk_period 2.0
set clk_io_pct 0.2

create_clock -name clk0 -period $clk_period [get_ports {clk}]

set non_clock_inputs [all_inputs -no_clocks]
set_input_delay [expr $clk_period * $clk_io_pct] -clock clk0 $non_clock_inputs
set_output_delay [expr $clk_period * $clk_io_pct] -clock clk0 [all_outputs]
==> flow_metrics.py <==
# Synthesis and PnR figures
metrics = {
    "grt": {
        "grt_first_pass_wirelength_um": 4020,
        "grt_usage_pct": 3.31,
        "antenna_found_initial": 0,
        "overflow": 0,
        "grt_pass1_vias": 819,
        "grt_max_degree": 22,
    },
    "logic_synthesis": {
        "synth_warnings": 1,
        "ys_types": 29,
        "syn_area_per_cell_sq_um": 11.1,
        "async_reset_ff_share_pct": 100,
        "flop_cell": "dfrtp_1",
        "synth_area_sq_um": 1070,
        "synth.top_cell.area_share_pct": 49.0,
        "yosys_area_sq_um": 1070,
        "area_leaders": "dfrtp_1, ha_1, xnor2_1",
        "edf_count": 0,
        "ys.flops": 21,
        "top_area_cell": "dfrtp_1",
        "postSynthSeqShare_pct": 49.0,
        "synth-cells-yosys": 97,
        "synthCells": 97,
    },
    "detailed_routing": {
        "drt_iter0_markers": 21,
        "dr.pass1.iters": 4,
        "wl_per_cell_um": 8.95,
        "antennaDiodeCount": 0,
        "via_per_inst": 3.00,
        "routed_wl_um": 2280,
        "vias": 765,
        "route.detailed.drc": 0,
        "detail-route-antenna-nets": 0,
    },
    "pwr": {
        "vdd_drop_max_uv": 193,
        "p_sw_uw": 203,
        "power_frac_clock_pct": 31.3,
        "p_leak_nw": 0.591,
        "combPwrFrac_pct": 13.3,
        "power.density_nw_per_um2": 576,
        "switching_share_pct": 23.3,
        "intPower_uw": 670,
        "pwr-share-seq_pct": 55.4,
    },
    "floorplanning": {
        "core_region_area_sq_um": 9770,
        "die_x_um": 120,
        "die-height_um": 120,
        "initial_core_util_pct": 11.0,
        "dieArea_sq_um": 14400,
        "ioPinCount": 15,
        "rows": 36,
    },
    "cts": {
        "cts.clk_slew.worst_paths_ns": 0.07,
        "cts_buffer_depth": 2,
        "cts_root_buffer": "clkbuf_8",
        "cts_inserted_buffers": 3,
        "cts_tree": "yes",
        "cts_max_level": 1,
        "cts.sinks": 21,
        "clkLatencyLatePin_ns": 0.26,
    },
    "final_timing": {
        "period_used_pct": 114,
        "fin_worst_skew_ns": 0.00142,
        "hold_viol_final": 0,
        "setup_viol": 1,
        "timing_max_transition_violations_final": 0,
        "rsz0062_at_grt": "yes",
        "fmax_mhz": 438,
        "max-slew-margin-rel_pct": 73.8,
        "finalWorstSetupSlack_ns": -0.284,
        "worstMarginPinSlew_ns": 0.392,
        "period_needed_ns": 2.28,
    },
    "critical_path": {
        "worstPathRequired_ns": 1.60,
        "reg2reg_depth": 8,
        "rr_endpoint": "bit_cnt[3]$_DFFE_PP0P_",
        "worstReg2RegStart": "bit_cnt[0]$_DFFE_PP0P_",
        "path_cells": "inv_2 > ha_4 > mux4_2 > and2_4 > a311oi_2 > o211ai_1 > buf_2",
        "cp_top_family": "flip-flops",
        "critPathMaxFanout": 4,
        "critPathLaunch": "bit_cnt[0]$_DFFE_PP0P_",
        "worstSetupEndpointType": "output port",
        "crit_buf_inv": 2,
        "slowest_delay_ns": 0.36,
        "criticalPathCategory": "flop to output port",
        "r2r_slack_ns": 0.20,
        "cp.arrival_ns": 1.88,
        "startpoint_type": "flop",
        "critPathSlowestCell": "dfrtp_1",
    },
    "final_layout": {
        "drive_gt1_share_pct": 22.1,
        "comb_area_sq_um": 547,
        "mostFrequentLayoutCell": "dfrtp_1",
        "regArea_sq_um": 526,
        "syn2layout_area_growth_pct": 41.3,
        "nFillCells": 1088,
        "layout_top_cells": "dfrtp_1, clkdlybuf4s50_1, nor2_1",
        "finalInstanceArea_sq_um": 1520,
    },
    "flow_run": {
        "warnings": 30,
        "cap_violations": 0,
    },
    "status": {
        "violations": "negative setup slack",
        "status": "finished, violations left",
    },
    "placed_design": {
        "dp_hpwl_um": 1850,
        "dpl_cell_area_sq_um": 1440,
        "preCtsSetupSlack_ns": -0.376,
        "gp_routability_congestion": 0.773,
        "portBuffers": 14,
    },
    "worst_hold_path": {
        "hold_class": "input port to asynchronous set/reset pin",
    },
}
-- cells in the mapped netlist (2+ instances only) --
master,n
mux2i_1,3
nand3_1,5
mux2_1,4
inv_1,8
xnor2_1,6
nand2_1,7
nor2_1,12
ha_1,5
o211ai_1,2
mux2_2,4
nor3_1,2
dfrtp_1,21
and2_1,2
-- worst min-delay path: cells and delay by family --
kind                   cells  cell delay [ns]
buffers and inverters      3             0.71
-- cell type report --
class / count / share of cell area, %
well taps: 133 / 11.0
clock buffers: 4 / 2.97
repair buffers: 23 / 13.4
multi-input cells: 66 / 36.1
flip-flops and latches: 21 / 34.7
inverters: 8 / 1.98
-- metrics by stage --
stage	std cells	hold WS, ns	TNS (ns)	power (mW)	util [%]
6_report	255	0.469	-0.284	0.873	15.5
5_1_grt	255	0.496	-0.439	0.923	15.5
4_1_cts	255	0.484	-0.299	0.886	15.4
3_5_place_dp	250	0.491	-0.376	0.603	14.7
3_3_place_gp	250	0.485	-0.332	0.600	14.7
2_1_floorplan	97	0.377	0	0.549	-
-- metal layers --
metal / share of wire, % / routed length (um) / GRT usage [%]
met1: 49 / 1130 / 4.68
met5: 0 / 0 / 0
met2: 45 / 1020 / 5.12
met3: 3.8 / 87 / 0.666
met4: 1.8 / 42 / 0.754
-- power groups by stage --
stage	logic (mW)	registers, mW	clock network, mW
after CTS	0.120	0.484	0.283
after global routing	0.132	0.490	0.301
final	0.116	0.483	0.274
-- cells by family after synthesis --
family	after synthesis	synth area share (%)
flip-flops	21	49.0
XOR/XNOR	7	5.71
buffers and inverters	10	4.31
multiplexers	12	13.3
adder cells (fa/ha/maj)	5	5.83
AND/OR/NAND/NOR	35	16.4
AND-OR/OR-AND	7	5.48
-- worst max-delay path by stage --
stage / end / slack, ns / depth (start not counted)
4_1_cts: uart_tx / -0.30 / 7
5_1_grt: uart_tx / -0.44 / 7
6_report: uart_tx / -0.28 / 7
-- timing repair --
action                                  CTS  global route
gates resized                             8             1
endpoints found under the setup margin    1             2
setup buffers                             1             0
hold buffers                              0             0
pin swaps                                 5             0
Power and IR drop assume default switching activity.
