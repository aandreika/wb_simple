==> design/flow/design.v <==
module wb_timer
(
	input clk, 
    input rst,
	input i_wb_cyc,
	input i_wb_stb,
	input i_wb_we,
	input [31:0] i_wb_data,
	output o_wb_ack,
	output reg timer_irq
);
	reg [31:0] tmr_cnt;
	assign o_wb_ack = i_wb_stb;
	always @(posedge clk, posedge rst) begin
        if (rst) begin
            tmr_cnt <= 32'hFFFFFFFF;
			timer_irq <= 1'b0;
		end
        else if (i_wb_stb & i_wb_cyc) begin
			if (i_wb_we)						 
				tmr_cnt <= i_wb_data;	
            else
                tmr_cnt <= 32'hFFFFFFFF;
			timer_irq <= 1'b0;
		end
		else if (~|tmr_cnt)						 
			timer_irq <= 1'b1;
		else if (~&tmr_cnt)						 
			tmr_cnt <= tmr_cnt - 32'b1;		
	end
endmodule
==> design/flow/run.sh <==
#!/bin/bash
# OpenROAD 26Q1-2900-gdf79404cd8, Yosys 0.63+post, stock flow scripts
make -C /OpenROAD-flow-scripts/flow DESIGN_CONFIG=/design/flow/config.mk WORK_HOME=/design/flow/orfs finish
==> design/flow/config.mk <==
export PLATFORM = sky130hd
export DESIGN_NAME = wb_timer
export DESIGN_NICKNAME = wb_timer
export VERILOG_FILES = /design/flow/design.v
export SDC_FILE = /design/flow/constraint.sdc
export NUM_CORES = 4
export LEC_CHECK = 1
export CORE_UTILIZATION = 30
==> design/flow/constraint.sdc <==
current_design wb_timer

set clk_period 8.3
set clk_io_pct 0.2

create_clock -name clk0 -period $clk_period [get_ports {clk}]

set non_clock_inputs [all_inputs -no_clocks]
set_input_delay [expr $clk_period * $clk_io_pct] -clock clk0 $non_clock_inputs
set_output_delay [expr $clk_period * $clk_io_pct] -clock clk0 [all_outputs]
==> impl_metrics.csv <==
group,metric,value,unit
critical_path,worstPathRequired,6.64,ns
min_path,holdPathStages,2,
drt,drt_wl_total,6.25,mm
drt,detail-route-antenna-nets,0,
final_timing,finalMaxSlewViolations,0,
critical_path,critical_path_cell_count,2,
yosys,yosys.stat.seqShare,38.2,%
drt,first_pass_iters,4,
cts,clkTransAtPathRegs,0.06,ns
min_path,hold_class,"flop to flop",
final_timing,setup_viol,0,
yosys,post_synth_tally_of_flip_flops_with_integrated_enable,0,
critical_path,critical_path_peak_fanout,3,
cts,cts_tree,"built",
floorplanning,std_cell_rows,31,
yosys,synthTopCellsByCount,"dfstp_2, nor3_1, o21ai_0, nand4_1, a31oi_1",
final_timing,fin_tns_setup,0,ns
critical_path,setup.worst_path.class,"primary input to primary output",
yosys,synth.yosys.num_cells,255,
final_timing,fmax,234,MHz
cts,clock_sink_count,33,
cts,post_cts_buffers,0,
power,power.clock.fraction,27.4,%
power,gate_power_share,19.7,%
placement,place.gp.congestion,0.884,
yosys,postSynthRegisterBits,33,
yosys,dominantRegCellSynth,"dfstp_2",
finish,drive_gt1_share,19.6,%
drt,detail_route.vias_per_cell,5.73,
yosys,post_synthesis_area_per_instance,8.88,µm²
power,power.internal,0.000320,W
yosys,post_synth_inst_count,255,
flow_run,warning_count,26,
final_timing,final.period_utilization,51.4,%
drt,detailedRoute.firstIterationViolations,134,
critical_path,critical_path.cell_chain,"clkdlybuf4s50_1 -> clkdlybuf4s50_1",
critical_path,cpLargestDelayFamily,"buffers and inverters",
floorplanning,core_area,7290,µm²
final_timing,post-route-min-period,4.27,ns
floorplanning,chip_area,7900,µm²
yosys,synth_cell_type_count,49,
final_timing,max_slew.worst_pin.slew,0.764,ns
cts,cts_hold_repair.buffers,0,
final_timing,grt_setup_unrepaired,"no",
cts,cts-resized-gates,0,
power,power.ir.vdd_worst,0.0590,mV
power,p_seq_share,52.9,%
critical_path,critPathArrivalTime,2.61,ns
power,power_leakage,0.906,nW
critical_path,start_kind,"primary input",
cts,cts_buffers,5,
power,netSwitchingFraction,29.4,%
power,power-per-cell-area,164,nW/µm²
floorplanning,floorplan.io_pins,39,
final_timing,worst_clock_skew,0.00605,ns
drt,route.vias.total,2202,
grt,pin_count_of_the_biggest_net_entering_global_routing,36,
yosys,syn_area,2260,µm²
finish,finalCoreUtilization,38.0,%
critical_path,timing.critical_path.to_type,"primary output",
drt,antenna-diode-count,0,
yosys,synth.area.top_cells,"dfstp_2, nor3_1, o21ai_0, nand4_1, a31oi_1",
final_timing,timing.final.hold_violations,0,
grt,total_global_route_track_usage,17.7,%
grt,global_route_wire_length_before_repair,10.6,mm
drt,wl_per_cell,16.3,µm
yosys,ys_warnings,1,
placement,hpwl,4.18,mm
critical_path,critPathSlowestCell,"clkdlybuf4s50_1",
floorplanning,core_util_at_fp,31.1,%
yosys,ys_area,2260,µm²
critical_path,timing.critical_path.slowest_cell_delay,0.49,ns
critical_path,r2r_setup_slack,5.47,ns
grt,via_count_of_the_first_global_routing_pass,2193,
flow_run,max_cap_violations,0,
floorplanning,chipWidth,88.9,µm
placement,io_buffers,38,
grt,grt.overflow.total,0,
yosys,synthMostInstantiatedCell,"dfstp_2",
yosys,asyncSetResetFlopFracSynth,100,%
yosys,synthDominantAreaCellType,"dfstp_2",
yosys,yosys.area.top_type_share,37.1,%
finish,syn_to_final_growth,22.4,%
floorplanning,floorplan.die.height,88.9,µm
power,p_sw,0.000133,W
cts,cts.path.max_buffers,2,
critical_path,number_of_buffers_and_inverters_on_the_critical_path,2,
drt,route.detailed.drc,0,
status,result_of_the_run,"completed",
cts,clock_tree.htree_level_count,2,
final_timing,timing.max_slew.rel_slack,48.8,%
cts,cts_root_buf,"clkbuf_8",
cts,clk-insertion-delay-late,0.29,ns
critical_path,crit_path_frequent_cell,"clkdlybuf4s50_1",
critical_path,reg2reg_depth,7,
grt,antenna_found_initial,0,
[stage by stage]
stage	total power, W	setup WS, ns	hold WS, ns	cells	area [µm²]
3_3_place_gp	0.000330	4.03	0.485	377	2690
6_report	0.000453	4.03	0.500	384	2770
5_1_grt	0.000481	3.99	0.547	384	2770
3_5_place_dp	0.000331	4.03	0.496	377	2690
2_1_floorplan	0.000292	4.88	0.442	255	2260
4_1_cts	0.000456	4.03	0.510	384	2770
[layer usage]
layer / global-route usage, % / vias to the layer above / share of wire [%]
li1: - / 1059 / -
met1: 27.2 / 1060 / 48
met2: 27.1 / 71 / 45
met3: 3.22 / 12 / 5.5
met4: 3.08 / 0 / 1.7
met5: 0 / - / 0
[layout by cell type, fill, tap and decap left out, types with 2 or more instances in the layout]
master	count
xnor2_1	5
ha_1	2
dfstp_2	32
or3_2	3
o41ai_1	2
nor4_4	3
or3_1	2
o31ai_1	10
buf_4	3
inv_1	4
nand4_1	15
clkbuf_8	6
xor2_1	5
nor4_1	8
a211o_1	3
o311a_1	2
o21ai_0	22
nand2_1	13
and3_1	3
a31oi_1	14
or2_2	2
nand3_1	11
nand4b_1	4
a21oi_1	11
nor3_1	25
or4_1	5
nor2_1	13
clkdlybuf4s50_1	38
[final timing paths]
kind,startpoint,to
setup / recovery,i_wb_stb,o_wb_ack
hold / removal,timer_irq,timer_irq
setup reg to reg,tmr_cnt[0],tmr_cnt[1]
hold reg to reg,timer_irq,timer_irq
max in group asynchronous,rst,tmr_cnt[0]
min in group asynchronous,rst,timer_irq
[registers in the layout, summed over array words and instances (netlist names)]
signal	count
tmr_cnt	32
timer_irq	1
[cells by family after synthesis]
group,synth area share (%)
AND-OR/OR-AND,19.7
XOR/XNOR,3.87
adder cells (fa/ha/maj),1.10
flip-flops,38.2
AND/OR/NAND/NOR,31.6
buffers and inverters,5.47
[power by group through the flow]
stage	Sequential [W]	Clock [W]	Combinational (W)
4_1_cts	0.000240	0.000126	0.0000904
5_1_grt	0.000245	0.000135	0.000102
6_report	0.000240	0.000124	0.0000892
[area by class of cell]
| class | instances | area (µm²) |
|---|---|---|
| fillers | 772 | 4520 |
| multi-input cells | 199 | 1270 |
| flip-flops and latches | 33 | 866 |
| repair buffers | 41 | 403 |
| well taps | 99 | 124 |
| clock buffers | 7 | 86.3 |
| inverters | 5 | 18.8 |
Power and IR drop assume default switching activity.
